==> design/flow/design.v <==
`default_nettype none
module fsub #(NSTAGE = 2)(
    input wire [31:0] x1,
    input wire [31:0] x2,
    output wire [31:0] y,
    output wire ovf,
    input wire clk,
    input wire rstn); 
wire [31:0] lx = (x1[30:0] >= x2[30:0]) ? x1 : {~x2[31], x2[30:0]};
wire [31:0] sx = (x1[30:0] >= x2[30:0]) ? {~x2[31], x2[30:0]} : x1;
wire [7:0] shift = lx[30:23] - sx[30:23];
wire [25:0] lf25 = {1'b1, lx[22:0], 2'b00};
wire [23:0] sfp1 = (sx[30:23] == 8'b0) ? 0 : {1'b1, sx[22:0]};
wire [25:0] sf25 =  (shift == 0) ? {sfp1, 2'b00} :
                    (shift == 1) ? {1'b0, sfp1, 1'b0} :
                    (shift == 2) ? {2'b0, sfp1} :
                    (shift == 3) ? {3'b0, sfp1[23:1]} :
                    (shift == 4) ? {4'b0, sfp1[23:2]} :
                    (shift == 5) ? {5'b0, sfp1[23:3]} :
                    (shift == 6) ? {6'b0, sfp1[23:4]} :
                    (shift == 7) ? {7'b0, sfp1[23:5]} :
                    (shift == 8) ? {8'b0, sfp1[23:6]} :
                    (shift == 9) ? {9'b0, sfp1[23:7]} :
                    (shift == 10) ? {10'b0, sfp1[23:8]} :
                    (shift == 11) ? {11'b0, sfp1[23:9]} :
                    (shift == 12) ? {12'b0, sfp1[23:10]} :
                    (shift == 13) ? {13'b0, sfp1[23:11]} :
                    (shift == 14) ? {14'b0, sfp1[23:12]} :
                    (shift == 15) ? {15'b0, sfp1[23:13]} :
                    (shift == 16) ? {16'b0, sfp1[23:14]} :
                    (shift == 17) ? {17'b0, sfp1[23:15]} :
                    (shift == 18) ? {18'b0, sfp1[23:16]} :
                    (shift == 19) ? {19'b0, sfp1[23:17]} :
                    (shift == 20) ? {20'b0, sfp1[23:18]} :
                    (shift == 21) ? {21'b0, sfp1[23:19]} :
                    (shift == 22) ? {22'b0, sfp1[23:20]} :
                    (shift == 23) ? {23'b0, sfp1[23:21]} :
                    (shift == 24) ? {24'b0, sfp1[23:22]} :
                    (shift == 25) ? {25'b0, sfp1[23]} : 26'b0;
reg [31:0] lxr[1:0];
reg [31:0] sxr;
reg [25:0] lf25r, sf25r;
wire [26:0] af26 = (lxr[0][31]^sxr[31]) ? lf25r - sf25r : lf25r + sf25r;
wire inc =  (af26[26]) ? af26[2] :
            (af26[25]) ? af26[1] :
            (af26[24]) ? af26[0] : 0;
wire [23:0] afnc =  (af26[26]) ? af26[26:3] :
                    (af26[25]) ? af26[25:2] :
                    (af26[24]) ? af26[24:1] :
                    (af26[23]) ? af26[23:0] : 
                    (af26[22]) ? {af26[22:0], 1'b0} :
                    (af26[21]) ? {af26[21:0], 2'b0} :
                    (af26[20]) ? {af26[20:0], 3'b0} :
                    (af26[19]) ? {af26[19:0], 4'b0} :
                    (af26[18]) ? {af26[18:0], 5'b0} :
                    (af26[17]) ? {af26[17:0], 6'b0} :
                    (af26[16]) ? {af26[16:0], 7'b0} :
                    (af26[15]) ? {af26[15:0], 8'b0} :
                    (af26[14]) ? {af26[14:0], 9'b0} :
                    (af26[13]) ? {af26[13:0], 10'b0} :
                    (af26[12]) ? {af26[12:0], 11'b0} :
                    (af26[11]) ? {af26[11:0], 12'b0} :
                    (af26[10]) ? {af26[10:0], 13'b0} :
                    (af26[9]) ? {af26[9:0], 14'b0} :
                    (af26[8]) ? {af26[8:0], 15'b0} :
                    (af26[7]) ? {af26[7:0], 16'b0} :
                    (af26[6]) ? {af26[6:0], 17'b0} :
                    (af26[5]) ? {af26[5:0], 18'b0} :
                    (af26[4]) ? {af26[4:0], 19'b0} :
                    (af26[3]) ? {af26[3:0], 20'b0} :
                    (af26[2]) ? {af26[2:0], 21'b0} :
                    (af26[1]) ? {af26[1:0], 22'b0} :
                    (af26[0]) ? {af26[0], 23'b0} : 0;
wire [4:0] top =    (af26[26]) ? 26 :
                    (af26[25]) ? 25 :
                    (af26[24]) ? 24 :
                    (af26[23]) ? 23 : 
                    (af26[22]) ? 22 :
                    (af26[21]) ? 21 :
                    (af26[20]) ? 20 :
                    (af26[19]) ? 19 :
                    (af26[18]) ? 18 :
                    (af26[17]) ? 17 :
                    (af26[16]) ? 16 :
                    (af26[15]) ? 15 :
                    (af26[14]) ? 14 :
                    (af26[13]) ? 13 :
                    (af26[12]) ? 12 :
                    (af26[11]) ? 11 :
                    (af26[10]) ? 10 :
                    (af26[9]) ? 9 :
                    (af26[8]) ? 8 :
                    (af26[7]) ? 7 :
                    (af26[6]) ? 6 :
                    (af26[5]) ? 5 :
                    (af26[4]) ? 4 :
                    (af26[3]) ? 3 :
                    (af26[2]) ? 2 :
                    (af26[1]) ? 1 :
                    (af26[0]) ? 0 : 0;
reg [23:0] afncr;
reg incr;
reg [4:0] topr;
wire [24:0] af = afncr + incr;
wire [4:0] ttop = topr + af[24];
wire [8:0] ae = lxr[1][30:23] + ttop - 25;
wire ys = lxr[1][31];
wire [7:0] ye = (ae[8]) ? ((ttop >= 25) ? 8'b11111111 : 8'b0) : ae[7:0];
wire [22:0] yf = (ye == 8'b0 || ye == 8'b11111111) ? 23'b0 : af[22:0];
assign y = (&lxr[1][30:23]) ? lxr[1] : {ys, ye, yf};
assign ovf = (ye == 8'b0 || ye == 8'b11111111) && (|af[22:0]);
always @(posedge clk) begin
    if(~rstn) begin
        lxr[0] <= 'b0;
        sxr <= 'b0;
        lf25r <= 'b0;
        sf25r <= 'b0;
        afncr <= 'b0;
        incr <= 'b0;
        topr <= 'b0;
    end else begin
        lxr[0] <= lx;
        lxr[1] <= lxr[0];
        sxr <= sx;
        lf25r <= lf25;
        sf25r <= sf25;
        afncr <= afnc;
        incr <= inc;
        topr <= top;
    end
end
endmodule
`default_nettype wire
==> design/flow/run.sh <==
#!/bin/bash
# OpenROAD 26Q1-2900-gdf79404cd8, Yosys 0.63+post, stock flow scripts
make -C /OpenROAD-flow-scripts/flow DESIGN_CONFIG=/design/flow/config.mk WORK_HOME=/design/flow/orfs finish
==> design/flow/config.mk <==
export PLATFORM = sky130hd
export DESIGN_NAME = fsub
export DESIGN_NICKNAME = fsub
export VERILOG_FILES = /design/flow/design.v
export SDC_FILE = /design/flow/constraint.sdc
export NUM_CORES = 4
export LEC_CHECK = 1
export CORE_UTILIZATION = 30
==> design/flow/constraint.sdc <==
current_design fsub

set clk_period 22.1
set clk_io_pct 0.2

create_clock -name clk0 -period $clk_period [get_ports {clk}]

set non_clock_inputs [all_inputs -no_clocks]
set_input_delay [expr $clk_period * $clk_io_pct] -clock clk0 $non_clock_inputs
set_output_delay [expr $clk_period * $clk_io_pct] -clock clk0 [all_outputs]
==> reports/results.ini <==
[final_timing]
finalSetupViolations = 0
max_clock_freq_mhz = 81.8
fin_setup_tns_ns = 0
relative_slew_margins = 0.232
finalHoldWorstSlack_ns = 0.402
worst_max_slew_pin_slew_ns = 1.12
number_of_max_slew_violations_in_the_final_report = 0
finalWorstPathRequiredPeriod_ns = 12.23
ratio_of_final_minimum_period_to_clock_period = 0.553
worst_clock_skew_ns = 0.0118
hold_violations = 0
grt_setup_unrepaired = no

[worst_setup_path]
timing.critical_path.slowest_cell_delay_ns = 0.68
setup.worst_path.end_class = primary output
critical_path.slowest_cell = sky130_fd_sc_hd__nand2_1
crit_path_max_fanout = 24
worst_ep_required_time_ns = 17.68
r2r_slack_ns = 15.04
reg2regPathDepth = 23
worst_r2r_endpoint = afncr[16]$_SDFF_PN0_
critPathMostFrequentCell = sky130_fd_sc_hd__ha_1
timing.rr.start = sf25r[0]$_SDFF_PP0_
critPathArrivalTime_ns = 7.81
worst_setup_path_start_kind = flop
critical_path_class = reg -> out

[synth]
synth_async_sr_flop_share = 0
yosys.area.top_type_share = 0.120
syn-mean-instance-area_um2 = 7.14
synth_warnings = 2
flop_cell = sky130_fd_sc_hd__dfxtp_1
synth-cells-yosys = 2098
post_synth_num_cell_types = 100
synth.yosys.seq_area_share = 0.184
post-synth-top-area-cell = sky130_fd_sc_hd__dfxtp_1
enable_flop_cells = 32
ys_chip_area_mm2 = 0.0150
synth.ff_latch_count = 122
post_synthesis_cells = 2098
post_synth_main_area_contributors = sky130_fd_sc_hd__dfxtp_1 (12%), sky130_fd_sc_hd__edfxtp_1 (6.4%), sky130_fd_sc_hd__ha_1 (6.4%), sky130_fd_sc_hd__nand2_1 (5.9%), sky130_fd_sc_hd__a21oi_1 (5.6%)
synthesis.area_mm2 = 0.0150

[drt]
drc_errors = 0
diodes = 0
vias_per_cell = 6.32
routed_wl_mm = 66.4
ant_nets = 0
dr.pass1.iters = 7
num_vias = 17600
post_drt_wl_per_cell_um = 23.8
drt_iter0_drc = 2395

[finish]
synthToLayoutAreaGrowth_pct = 15.2
post-route-cell-area_mm2 = 0.0172
layout-drive-gt1-share = 0.0819

[clocking]
clk_root_buffer_cell = sky130_fd_sc_hd__clkbuf_16
tritoncts_clock_tree = built
worstSkewPairLatency_ns = 0.42
cts_made_buffers = 17
hold_buffers = 0
htreeDepth = 4
clk_pin_slew_worst_paths_ns = 0.06
clkSinkCount = 122
post_cts_resized = 0
post_cts.repair.setup_buffers = 0
clk_path_buf_depth = 2

[floorplan]
dieWidth_um = 225
initial_core_util = 0.305
fp.dieH_um = 225
chip_footprint_mm2 = 0.0508
placement_rows = 81
num_io_pins = 99
floorplan.core_area_mm2 = 0.0491

[power]
switching_power_w = 0.00183
p_leak_nw = 6.34
powerDensity_mw_per_mm2 = 181
power_report.internal_total_w = 0.00129
flop_pwr_share = 0.097
peakVddDrop_uv = 153
clkPwrFrac = 0.088
power.combinational.fraction = 0.815
switching_share = 0.587

[place]
numPortBuffers = 98
place_hpwl_mm = 47.9
postPlaceCellArea_mm2 = 0.0166
globalplace.congestion = 1.03

[hold_path]
holdPathStages = 0
hold_path_class = reg -> reg
timing.hold.worst.start = lxr[0][23]$_SDFF_PN0_
hold_end = lxr[1][23]$_DFFE_PP_

[grt]
wire_length_of_the_first_global_routing_pass_mm = 101
grt_antenna_before_repair = 0
grt-ovfl-total = 0
number_of_global_route_vias_before_repair = 16200
global_route.usage.total = 0.264
largest_net_degree_at_the_start_of_global_routing = 52

[flow_run]
timing.max_cap.violations = 0
stage_log_warnings = 26

[status]
outcome = complete, no violations

-- sequential cells by signal, summed over array words and instances (netlist names) --
| signal | count |
|---|---|
| topr | 5 |
| afncr | 24 |
| sf25r | 26 |
| incr | 1 |
| sxr | 1 |
| lxr | 42 |
| lf25r | 23 |
-- synthesized netlist by cell type (25+ instances only) --
library cell and number:
sky130_fd_sc_hd__o31ai_1 41, sky130_fd_sc_hd__edfxtp_1 32, sky130_fd_sc_hd__nand3_1 71, sky130_fd_sc_hd__xor2_1 34
sky130_fd_sc_hd__a211oi_1 30, sky130_fd_sc_hd__a21oi_1 168, sky130_fd_sc_hd__o22ai_1 53, sky130_fd_sc_hd__clkbuf_1 145
sky130_fd_sc_hd__a21o_1 25, sky130_fd_sc_hd__inv_1 73, sky130_fd_sc_hd__nor3_1 52, sky130_fd_sc_hd__o221ai_1 39
sky130_fd_sc_hd__mux2i_1 31, sky130_fd_sc_hd__dfxtp_1 90, sky130_fd_sc_hd__ha_1 76, sky130_fd_sc_hd__xnor2_1 51
sky130_fd_sc_hd__a31oi_1 51, sky130_fd_sc_hd__o211ai_1 44, sky130_fd_sc_hd__o21ai_0 146, sky130_fd_sc_hd__nand2_1 234
sky130_fd_sc_hd__a221oi_1 34, sky130_fd_sc_hd__nor2_1 164
-- layout by cell type, fill, tap and decap left out, types with 17 or more instances in the layout --
cell type | Yosys | layout
sky130_fd_sc_hd__a211oi_1 | 30 | 30
sky130_fd_sc_hd__a21o_1 | 25 | 25
sky130_fd_sc_hd__a21oi_1 | 168 | 168
sky130_fd_sc_hd__a221oi_1 | 34 | 34
sky130_fd_sc_hd__a22oi_1 | 21 | 21
sky130_fd_sc_hd__a31oi_1 | 51 | 51
sky130_fd_sc_hd__and3_1 | 23 | 23
sky130_fd_sc_hd__buf_4 | 10 | 79
sky130_fd_sc_hd__clkbuf_16 | 0 | 19
sky130_fd_sc_hd__clkdlybuf4s50_1 | 0 | 97
sky130_fd_sc_hd__dfxtp_1 | 90 | 90
sky130_fd_sc_hd__edfxtp_1 | 32 | 32
sky130_fd_sc_hd__ha_1 | 76 | 76
sky130_fd_sc_hd__inv_1 | 73 | 72
sky130_fd_sc_hd__mux2i_1 | 31 | 31
sky130_fd_sc_hd__nand2_1 | 234 | 233
sky130_fd_sc_hd__nand3_1 | 71 | 71
sky130_fd_sc_hd__nand4_1 | 20 | 20
sky130_fd_sc_hd__nor2_1 | 164 | 161
sky130_fd_sc_hd__nor3_1 | 52 | 51
sky130_fd_sc_hd__nor4_1 | 20 | 20
sky130_fd_sc_hd__o211ai_1 | 44 | 44
sky130_fd_sc_hd__o21ai_0 | 146 | 146
sky130_fd_sc_hd__o221ai_1 | 39 | 39
sky130_fd_sc_hd__o22ai_1 | 53 | 53
sky130_fd_sc_hd__o31ai_1 | 41 | 41
sky130_fd_sc_hd__or3_1 | 17 | 17
sky130_fd_sc_hd__xnor2_1 | 51 | 49
sky130_fd_sc_hd__xor2_1 | 34 | 34
-- how the worst max path moves through the flow --
stage	startpoint	slack, ns	to	cells after the start
CTS	afncr[0]$_SDFF_PN0_	9.95	ovf	30
finish	afncr[0]$_SDFF_PN0_	9.87	ovf	30
global route	afncr[0]$_SDFF_PN0_	9.16	ovf	30
-- critical path: cells and delay by family, from the launching register on --
| family | cells | cell delay (ns) |
|---|---|---|
| buffers and inverters | 2 | 0.52 |
| AND/OR/NAND/NOR | 10 | 2.74 |
| AND-OR/OR-AND | 10 | 2.08 |
| flip-flops | 1 | 0.32 |
| adder cells (fa/ha/maj) | 6 | 1.33 |
| XOR/XNOR | 2 | 0.41 |
-- stage by stage --
step	worst slack (ns)	total power, W	instances	utilization
after floorplan	11.90	0.00193	2098	-
after global placement	10.60	0.00275	2757	0.339
after detailed placement	10.46	0.00275	2757	0.339
after CTS	9.95	0.00303	2789	0.352
after global routing	9.16	0.00331	2789	0.352
final	9.87	0.00312	2789	0.352
-- power by group through the flow --
stage | Combinational, W | Sequential (W) | Clock, W
6_report | 0.00254 | 0.000303 | 0.000275
5_1_grt | 0.00271 | 0.000306 | 0.000292
4_1_cts | 0.00245 | 0.000302 | 0.000282
-- per-layer routing --
metal	wire length, um	up-vias	global-route usage
li1	-	8102	-
met1	27600	8200	0.373
met2	28700	1103	0.392
met3	6700	221	0.0540
met4	3320	0	0.109
met5	0	-	0
-- area by class of cell --
type / count / area [um^2]
Clock buffer: 21 / 493
Clock inverter: 11 / 105
Fill cell: 5189 / 31800
Inverter: 76 / 285
Multi-Input combinational cell: 1718 / 11200
Sequential cell: 122 / 2760
Tap cell: 664 / 831
Timing Repair Buffer: 177 / 1570
-- logic make-up (layout without fill, tap and decap cells) --
group | after synthesis | count (layout) | share of synthesized area
AND-OR/OR-AND | 833 | 833 | 0.385
AND/OR/NAND/NOR | 682 | 682 | 0.214
buffers and inverters | 258 | 285 | 0.0702
flip-flops | 122 | 122 | 0.184
XOR/XNOR | 86 | 86 | 0.0508
adder cells (fa/ha/maj) | 77 | 77 | 0.0648
multiplexers | 40 | 40 | 0.0305
Power figures rest on the tool's default switching activity, not on a simulated workload.
