### /design/flow/design.v
module decode(
    input clk,
    input rst,
    input [31:0] instr_raw,
    input stall,
    input [31:0] pc_in,
    input branch_wrong,
    output reg [31:0] imm,
    output reg [4:0] ctl,
    output reg src_imm,
    output reg read_reg1,
    output reg read_reg2,
    output reg [4:0] reg1_addr,
    output reg [4:0] reg2_addr,
    output reg [4:0] write_reg,
    output reg reg_write,
    output reg mem_read,
    output reg mem_write,
    output reg [31:0] pc_out,
    output reg src_pc,
    output reg stall_jalr,
    output reg [31:0] jalr_imm,
    output reg beq_out,
    output reg bne_out,
    output reg blt_out,
    output reg bge_out,
    output reg bltu_out,
    output reg bgeu_out,
    output reg data_in,
    output reg data_out,
    output reg readf1,
    output reg readf2,
    output reg writef,
    output reg use_fpu
    );
    wire [6:0] opcode;
    assign opcode = instr_raw[6:0];
    wire [2:0] funct3;
    assign funct3 = instr_raw[14:12];
    wire [6:0] funct7;
    assign funct7 = instr_raw[31:25];
    wire [5:0] funct6;
    assign funct6 = funct7[6:1];
    wire addi = ((opcode == 7'b0010011) && (funct3 == 3'b000));
    wire slti = ((opcode == 7'b0010011) && (funct3 == 3'b010));
    wire sltiu = ((opcode == 7'b0010011) && (funct3 == 3'b011));
    wire xori = ((opcode == 7'b0010011) && (funct3 == 3'b100));
    wire ori = ((opcode == 7'b0010011) && (funct3 == 3'b110));
    wire andi = ((opcode == 7'b0010011) && (funct3 == 3'b111));
    wire slli = ((opcode == 7'b0010011) && (funct3 == 3'b001));
    wire srli = ((opcode == 7'b0010011) && (funct3 == 3'b101) && (funct6 == 6'b000000));
    wire srai = ((opcode == 7'b0010011) && (funct3 == 3'b101) && (funct6 == 6'b010000));
    wire add = ((opcode == 7'b0110011) && (funct3 == 3'b000) && (funct7 == 7'b0000000));
    wire sub = ((opcode == 7'b0110011) && (funct3 == 3'b000) && (funct7 == 7'b0100000));
    wire sll = ((opcode == 7'b0110011) && (funct3 == 3'b001) && (funct7 == 7'b0000000));
    wire slt = ((opcode == 7'b0110011) && (funct3 == 3'b010) && (funct7 == 7'b0000000));
    wire sltu = ((opcode == 7'b0110011) && (funct3 == 3'b011) && (funct7 == 7'b0000000));
    wire xor_ = ((opcode == 7'b0110011) && (funct3 == 3'b100) && (funct7 == 7'b0000000));
    wire srl = ((opcode == 7'b0110011) && (funct3 == 3'b101) && (funct7 == 7'b0000000));
    wire sra = ((opcode == 7'b0110011) && (funct3 == 3'b101) && (funct7 == 7'b0100000));
    wire or_ = ((opcode == 7'b0110011) && (funct3 == 3'b110) && (funct7 == 7'b0000000));
    wire and_ = ((opcode == 7'b0110011) && (funct3 == 3'b111) && (funct7 == 7'b0000000));
    wire sw = (opcode == 7'b0100011) && (funct3 == 3'b010);
    wire lw = (opcode == 7'b0000011) && (funct3 == 3'b010);
    wire auipc = (opcode == 7'b0010111);
    wire lui = (opcode == 7'b0110111);
    wire jal = (opcode == 7'b1101111);
    wire jalr = (opcode == 7'b1100111) && (funct3 == 3'b000);
    wire beq = (opcode == 7'b1100011) && (funct3 == 3'b000);
    wire bne = (opcode == 7'b1100011) && (funct3 == 3'b001);
    wire blt = (opcode == 7'b1100011) && (funct3 == 3'b100);
    wire bge = (opcode == 7'b1100011) && (funct3 == 3'b101);
    wire bltu = (opcode == 7'b1100011) && (funct3 == 3'b110);
    wire bgeu = (opcode == 7'b1100011) && (funct3 == 3'b111);
    wire in = (opcode == 7'b0000000);
    wire out = (opcode == 7'b0000001);
    wire flw = (opcode == 7'b0000111);
    wire fsw = (funct3 == 3'b010) && (opcode == 7'b0100111);
    wire fadd = (funct7 == 7'b0000000) && (opcode == 7'b1010011);
    wire fsub = (funct7 == 7'b0000100) && (opcode == 7'b1010011);
    wire fmul = (funct7 == 7'b0001000) && (opcode == 7'b1010011);
    wire fdiv = (funct7 == 7'b0001100) && (opcode == 7'b1010011);
    wire fhalf = (funct7 == 7'b1111100) && (funct3 == 3'b000) && (opcode == 7'b1010011);
    wire fneg = (funct7 == 7'b0010000) && (funct3 == 3'b001) && (opcode == 7'b1010011);
    wire fmv_x_w = (funct7 == 7'b1110000) && (funct3 == 3'b000) && (opcode == 7'b1010011);
    wire fmv_w_x = (funct7 == 7'b1111000) && (funct3 == 3'b000) && (opcode == 7'b1010011);
    wire feq = (funct7 == 7'b1010000) && (funct3 == 3'b010) && (opcode == 7'b1010011);
    wire fle = (funct7 == 7'b1010000) && (funct3 == 3'b000) && (opcode == 7'b1010011);
    wire fmv = (funct7 == 7'b0010000) && (funct3 == 3'b000) && (opcode == 7'b1010011);
    wire fabs = (funct7 == 7'b0010000) && (funct3 == 3'b010) && (opcode == 7'b1010011);
    wire fsqrt = (funct7 == 7'b0101100) && (opcode == 7'b1010011);
    wire itof = (funct7 == 7'b1101000) && (opcode == 7'b1010011);
    wire ftoi = (funct7 == 7'b1100000) && (opcode == 7'b1010011) && (funct3 == 3'b000);
    wire floor = (funct7 == 7'b1100000) && (opcode == 7'b1010011) && (funct3 == 3'b010);
    wire flt = (funct7 == 7'b1010000) && (funct3 == 3'b001) && (opcode == 7'b1010011);
    wire fmax = (funct7 == 7'b0010100) && (funct3 == 3'b001) & (opcode == 7'b1010011);
    wire fmin = (funct7 == 7'b0010100) && (funct3 == 3'b000) & (opcode == 7'b1010011);
    wire r_type = (opcode == 7'b0110011);
    wire i_type = (opcode == 7'b0010011 || opcode == 7'b0000011 || opcode == 7'b1100111);
    wire s_type = (opcode == 7'b0100011);
    wire sb_type = (opcode == 7'b1100011);
    wire uj_type = jal;
    wire u_type = lui || auipc;
    always @ (posedge clk) begin
        if (rst) begin
            imm <= 0;
            ctl <= 0;
            src_imm <= 0;
            reg1_addr <= 0;
            reg2_addr <= 0;
            write_reg <= 0;
            reg_write <= 0;
            mem_read <= 0;
            mem_write <= 0;
            read_reg1 <= 0;
            read_reg2 <= 0;
            pc_out <= 0;
            src_pc <= 0;
            stall_jalr <= 0;
            beq_out <= 0;
            bne_out <= 0;
            blt_out <= 0;
            bge_out <= 0;
            bltu_out <= 0;
            bgeu_out <= 0;
            data_in <= 0;
            data_out <= 0;
            readf1 <= 0;
            readf2 <= 0;
            writef <= 0;
            use_fpu <= 0;
        end else begin
            if (stall) begin
                imm <= imm;
                ctl <= ctl;
                src_imm <= src_imm;
                reg1_addr <= reg1_addr;
                reg2_addr <= reg2_addr;
                write_reg <= write_reg;
                reg_write <= reg_write;
                mem_read <= mem_read;
                mem_write <= mem_write;
                read_reg1 <= read_reg1;
                read_reg2 <= read_reg2;
                pc_out <= pc_out;
                src_pc <= src_pc;
                stall_jalr <= stall_jalr;
                jalr_imm <= jalr_imm;
                beq_out <= beq_out;
                bne_out <= bne_out;
                blt_out <= blt_out;
                bge_out <= bge_out;
                bltu_out <= bltu_out;
                bgeu_out <= bgeu_out;
                data_in <= data_in;
                data_out <= data_out;
                readf1 <= readf1;
                readf2 <= readf2;
                writef <= writef;
                use_fpu <= use_fpu;
            end else if (branch_wrong || stall_jalr) begin
                imm <= 0;
                ctl <= 0;
                src_imm <= 0;
                reg1_addr <= 0;
                reg2_addr <= 0;
                write_reg <= 0;
                reg_write <= 0;
                mem_read <= 0;
                mem_write <= 0;
                read_reg1 <= 0;
                read_reg2 <= 0;
                pc_out <= 0;
                src_pc <= 0;
                stall_jalr <= 0;
                jalr_imm <= 0;
                beq_out <= 0;
                bne_out <= 0;
                blt_out <= 0;
                bge_out <= 0;
                bltu_out <= 0;
                bgeu_out <= 0;
                data_in <= 0;
                data_out <= 0;
                readf1 <= 0;
                readf2 <= 0;
                writef <= 0;
                use_fpu <= 0;
            end else begin
                read_reg1 <= ~(auipc || lui || jal);
                read_reg2 <=
                    sw || r_type || sb_type
                || (fadd || fsub || fmul || fdiv || fneg || fabs || fsqrt || flt || fmax || fmin || fmv || fhalf || floor || ftoi || feq || fle || fsw);
                reg1_addr <= instr_raw[19:15];
                reg2_addr <= instr_raw[24:20];
                write_reg <= instr_raw[11:7];
                imm <=  jalr ? 4 :
                        i_type ? { {20{instr_raw[31]}}, instr_raw[31:20] } :
                        s_type ? { {20{instr_raw[31]}}, instr_raw[31:25], instr_raw[11:7] } :
                        u_type ? { instr_raw[31:12], 12'd0} :
                        uj_type ? 4 :
                        flw ? { {17{instr_raw[14]}}, instr_raw[14:12], instr_raw[31:20] } :
                        fsw ? { {20{instr_raw[31]}}, instr_raw[31:25], instr_raw[11:7] } :
                        32'b0;
                jalr_imm <= { {20{instr_raw[31]}}, instr_raw[31:20] };
                src_imm <= r_type ? 0 : 1;
                ctl <= addi ? 2 :
                    slti ? 7 :
                    sltu ? 13 :
                    xori ? 3 :
                    ori ? 1 :
                    andi ? 0 :
                    slli ? 4 :
                    srli ? 5 :
                    srai ? 15 :
                    add ? 2 :
                    sub ? 6 :
                    sll ? 4 :
                    slt ? 7 :
                    sltu ? 13 :
                    xor_ ? 3 :
                    srl ? 5 :
                    sra ? 15 :
                    or_ ? 1 :
                    and_ ? 0 :
                    lw ? 2 :
                    sw ? 2 :
                    flw ? 2 :
                    fsw ? 2 :
                    auipc ? 2 :
                    lui ? 10 :
                    jal ? 2 :
                    jalr ? 2 :
                    fadd ? 0 :
                    fsub ? 1 :
                    fmul ? 2 :
                    fdiv ? 4 :
                    fhalf ? 5 :
                    fneg ? 12 :
                    fmv_w_x ? 9 :
                    fmv_x_w ? 9 :
                    feq ? 9 :
                    fle ? 10 :
                    fmv ? 9 :
                    fabs ? 11 :
                    fsqrt ? 19 :
                    itof ? 7 :
                    ftoi ? 6 :
                    floor ? 8 :
                    flt ? 13 :
                    fmin ? 14 :
                    fmax ? 15 :
                    31;
                mem_read <= lw || flw;
                mem_write <= sw || fsw;
                reg_write <= (sb_type || sw || fsw || out) ? 0 : 1;
                pc_out <= pc_in;
                src_pc <= (auipc || jal || jalr) ? 1 : 0;
                stall_jalr <= jalr;
                beq_out <= beq;
                bne_out <= bne;
                blt_out <= blt;
                bge_out <= bge;
                bltu_out <= bltu;
                bgeu_out <= bgeu;
                data_in <= in;
                data_out <= out;
                readf1 <=
                    (fadd || fsub || fmul || fdiv || fneg || fabs || fsqrt || flt || fmax || fmin || fmv || fhalf || floor || ftoi || feq || fle || fmv_x_w);
                readf2 <=
                    (fadd || fsub || fmul || fdiv || fneg || fabs || fsqrt || flt || fmax || fmin || fmv || fhalf || floor || ftoi || feq || fle || fsw);
                writef <=
                    (fadd || fsub || fmul || fdiv || fneg || fabs || fsqrt || fmax || fmin || fmv || fhalf || floor || itof || flw || fmv_w_x);
                use_fpu <=
                    (fadd || fsub || fmul || fdiv || fneg || fabs || fsqrt || flt || fmax || fmin || fhalf || feq || fle || itof || floor || ftoi);
            end
        end
    end
endmodule
### /design/flow/run.sh
#!/bin/bash
# OpenROAD 26Q1-2900-gdf79404cd8, Yosys 0.63+post, stock flow scripts
make -C /OpenROAD-flow-scripts/flow DESIGN_CONFIG=/design/flow/config.mk WORK_HOME=/design/flow/orfs finish
### /design/flow/config.mk
export PLATFORM = sky130hd
export DESIGN_NAME = decode
export DESIGN_NICKNAME = decode
export VERILOG_FILES = /design/flow/design.v
export SDC_FILE = /design/flow/constraint.sdc
export NUM_CORES = 4
export LEC_CHECK = 1
export CORE_UTILIZATION = 40
### /design/flow/constraint.sdc
current_design decode

set clk_period 9.1
set clk_io_pct 0.2

create_clock -name clk0 -period $clk_period [get_ports {clk}]

set non_clock_inputs [all_inputs -no_clocks]
set_input_delay [expr $clk_period * $clk_io_pct] -clock clk0 $non_clock_inputs
set_output_delay [expr $clk_period * $clk_io_pct] -clock clk0 [all_outputs]
==> notes.org <==
#+TITLE: Flow metrics

** Status
- The flow ran to the end, and the final reports show no timing, DRC or antenna violations.

** Placed design
- During placement, the flow inserted port buffers numbering 203.
- The placement summary gives the final routability congestion estimate as 0.997.
- Total half-perimeter wirelength after legalization and detailed placement :: 13500 µm
- After detailed placement, the design holds a cell count of around 1000.
- Worst slack at placement :: 4130 ps

** STA
- The final timing report lists a max-slew violation count of 0.
- Crit path time final :: between 4000 and 5000 ps
- The final timing summary puts the cycle share of the worst path at 51.6%.
- Total negative slack :: 0 ps
- Setup repair after global routing left no endpoint under its margin.
- Highest Clock Rate :: roughly 0.21 GHz
- Worst Max-Slew Pin Slew :: 1090 ps
- The worst pin sits at a relative slew slack of around a quarter.
- The end-of-flow timing check tallies setup violations at 0.
- Once routing completed, OpenROAD measured the worst setup slack at approximately 4400 ps.
- Per the final timing report, the hold violations number 0.
- Worst clock skew :: 8.25 ps

** Detailed routing
- Final WL :: around 19000 µm
- Number of diodes :: 0
- Nets still carrying antenna violations after routing amount to 0.
- After detailed routing, the average wire length per cell comes to 18.0 µm.
- Per the detail_route report, vias per standard cell equal between 5 and 6.
- Detailed Routing Iterations Pass 1 :: 5
- In this run, the number of DRC markers left after iteration 0 of detailed routing was 338.
- The final route contains 5880 vias.
- For this run, design rule violations remaining after detail routing come to 0.

** Job
- Number of warnings the tools reported :: 26
- Maxcap violations :: 0

** Yosys
- Adder-cell share of the synthesized area :: 0%
- Post-synth area from yosys stat :: about 5700 µm²
- Summing every instance area after synthesis gives roughly 5700 µm².
- Post-synth ARST share :: 0%
- And-or/or-and share of the synthesized area :: a little over a fifth
- Post-synthesis share of cell area spent on xor and xnor gates :: 0.305%
- Total cells reported by yosys after synthesis :: 735
- After technology mapping, the gate count stands at 735.
- The warning tally printed by Yosys for this design is 1.
- Count of flip-flops with a built-in enable after synthesis :: 12
- Per the synthesis report, the number of distinct cell types is approximately 63.
- After synthesis, the mean cell area works out to 7.81 µm².
- For reference, the mux area share after synthesis is 0.894%.
- For this run, the leading register cell type out of synthesis is dfxtp_1.
- In this run, the synthesized area fraction spent on and/or/nand/nor cells is recorded as 27.3%.
- Yosys shows that the main logic family after synthesis is simple AND/OR/NAND/NOR gates.
- Of the synthesized area, sequential elements account for 42.6%.
- Synthesized flop and latch total :: 116

** Setup path
- The data arrival time reported for the critical path is 4970 ps.
- The worst register-to-register path has a depth of 6.
- Type of element launching the critical path :: input port
- Type of the worst setup path :: in -> reg
- The required time at the worst endpoint is listed as between 9000 and 10000 ps.
- STA lists the maximum fanout along the critical path as 24.
- Element type at the critical path end :: flip-flop

** Clock network
- The cell sitting at the root of the clock tree is a clkbuf_16.
- According to the CTS report, the clock sink count is 116.
- As reported, the later end of the worst-skew pair has a clock insertion delay of 420 ps.
- Post-CTS setup buffer count :: 0
- The clock tree synthesis step divided the H-tree into 4 levels.
- TritonCTS clock tree :: done
- On the worst setup and hold paths after CTS, the clock-pin slew comes to 60 ps.
- Counting along the longest clock path gives a buffer depth of 2.
- CTS added clock buffers totalling 17.
- The report lists the number of cells resized after CTS as 0.
- Hold Buf Count CTS :: 0

** GRT
- Largest net degree at the start of global routing :: 78
- The number of global-route vias before repair came to 5424.
- Total routing usage reported by global routing :: a little over a quarter
- Remaining global-route overflow :: 0
- First-pass GRT wire length :: 29800 µm
- Number of antenna violations at the first check in global routing :: 0

** Final layout
- The finished layout holds 1077 standard cells, fillers aside.
- Top logic cell by instance count in the layout :: clkdlybuf4s50_1
- Registers with the highest flip-flop counts :: imm: 32 flops, pc_out: 32 flops, jalr_imm: 12 flops
- For this run, the share of the core covered by cells in the final layout is 59.2%.
- Cells with a size suffix above 1 make up under 10% of the layout.
- Area growth syn-to-layout :: 43.7%
- Top Layout Cells :: 201 x clkdlybuf4s50_1, 139 x nor2_1, 104 x dfxtp_1

** Power
- Sequential group share of total power :: 39.6%
- Looking at the power breakdown, combinational cells take 11.7% of the total.
- Looking at the VDD voltage map, the peak drop is approximately 0.1 mV.
- For this design the ratio of total power to cell area is 165 nW/µm².
- Net switching fraction of the power :: 24.7%
- Power share of the clock group :: between 40% and 50%
- In the power breakdown, the internal column shows 0.00102 W.
- For this design the total switching power over the nets is 0.000336 W.
- Total power of the final layout :: 0.00136 W
- Leakage dissipation :: 2.92 nW

** Die
- Vertical die size :: between 100 and 150 µm
- Die X-Extent :: 122 µm
- Starting density of the core :: roughly two fifths
- Full die area :: 14800 µm²
- Area of the core :: 13900 µm²
- Site Rows :: 43
- For this design the top-level I/O count stands at 204.

** Hold path
- Count of cells along the worst hold path :: 2
- Class of the most critical hold timing path :: reg -> reg
## stage by stage
stage / cell area, µm² / hold WS [ps]
final: 8240 / 460
after global routing: 8240 / 482
after CTS: 8240 / 453
after detailed placement: 7650 / 441
after global placement: 7650 / 440
after floorplan: 5740 / 401
## synthesized netlist by cell type (all sizes together) (2+ instances only)
cell | number | area, µm²
or3 | 5 | 31.3
nor2 | 140 | 526
nand2 | 85 | 319
a21oi | 83 | 419
a32o | 3 | 30.0
dfxtp | 104 | 2080
nand3 | 11 | 55.1
and2 | 14 | 87.6
a22o | 3 | 26.3
nand4bb | 2 | 22.5
and3b | 2 | 17.5
or4 | 4 | 33.8
buf | 33 | 220
o21a | 17 | 128
o2111ai | 2 | 17.5
and3 | 4 | 25.0
or3b | 3 | 26.3
a311oi | 2 | 17.5
mux2i | 4 | 40.0
a22oi | 20 | 150
a32oi | 4 | 35.0
nand4 | 5 | 31.3
nor3 | 14 | 75.1
xor2 | 2 | 17.5
nor4 | 5 | 61.3
nor3b | 6 | 50.1
or2 | 2 | 12.5
a31oi | 5 | 31.3
clkbuf | 47 | 176
a211o | 3 | 26.3
a2111oi | 4 | 35.0
inv | 3 | 11.3
a21boi | 3 | 22.5
a211oi | 6 | 50.1
nand4b | 5 | 43.8
nand2b | 8 | 50.1
nand3b | 4 | 30.0
nor2b | 5 | 31.3
o211ai | 4 | 30.0
o21ai | 36 | 180
edfxtp | 12 | 360
o31ai | 2 | 15.0
## power groups by stage
stage                 clock (W)  sequential, W  combinational [W]
after global routing   0.000701       0.000540           0.000174
after CTS              0.000674       0.000539           0.000159
final                  0.000662       0.000539           0.000159
## path summary, 6_finish.rpt
path                       from       to  slack, ps
setup reg to reg     stall_jalr   imm[6]       7220
setup / recovery  instr_raw[12]   imm[7]       4400
hold / removal          use_fpu  use_fpu        460
hold reg to reg         use_fpu  use_fpu        460
## layout make-up
class / instances / area [µm²]
inverter: 3 / 11.3
clock buffer: 18 / 439
timing repair buffer: 210 / 2080
multi-input combinational: 536 / 2900
tap: 180 / 225
sequential: 116 / 2440
clock inverter: 14 / 150
fill: 1212 / 5690
## worst max-delay path, stage by stage
cell	delay, ps
clkdlybuf4s50_1	800
nor3_1	1060
nor3b_1	480
nor2_1	80
buf_4	220
o21a_1	240
a22oi_1	210
nor2_1	50
## layer usage
metal | vias to the layer above | wire length, µm | global-route usage [%]
li1 | 2863 | - | -
met1 | 2690 | 8890 | 42.1
met2 | 282 | 8310 | 37.1
met3 | 45 | 1690 | 7.40
met4 | 0 | 513 | 7.64
met5 | - | 0 | 0
## kinds of logic after synthesis
group	count (synthesis)
and+or+nand+nor	328
AOI/OAI and AO/OA	201
DFF	116
buffers and inverters	83
muxes	5
xor gates and xnor gates	2
No activity file was given, so power comes from the tool's default toggle rates.
