--- run.sh ---
#!/bin/bash
# OpenROAD 26Q1-2900-gdf79404cd8, Yosys 0.63+post, stock flow scripts
make -C /OpenROAD-flow-scripts/flow DESIGN_CONFIG=/design/flow/config.mk WORK_HOME=/design/flow/orfs finish
--- constraint.sdc ---
current_design registerfile

set clk_period 12.1
set clk_io_pct 0.2

create_clock -name clk0 -period $clk_period [get_ports {clk}]

set non_clock_inputs [all_inputs -no_clocks]
set_input_delay [expr $clk_period * $clk_io_pct] -clock clk0 $non_clock_inputs
set_output_delay [expr $clk_period * $clk_io_pct] -clock clk0 [all_outputs]
--- config.mk ---
export PLATFORM = sky130hd
export DESIGN_NAME = registerfile
export DESIGN_NICKNAME = registerfile
export VERILOG_FILES = /design/flow/design.v
export SDC_FILE = /design/flow/constraint.sdc
export NUM_CORES = 4
export LEC_CHECK = 1
export CORE_UTILIZATION = 30
--- design.v ---
module registerfile(Read1, Read2, WriteReg, WriteData, RegWrite, Data1, Data2, clk, rst, readf1, readf2, writef);
    input [4:0] Read1, Read2, WriteReg;  
    input [31:0] WriteData;  
    input RegWrite, clk, rst, readf1, readf2, writef;  
    output [31:0] Data1, Data2;  
    reg [31:0] RF [31:0];  
    reg [31:0] FRF [31:0];
    assign Data1 = readf1 ? FRF[Read1] : RF[Read1];
    assign Data2 = readf2 ? FRF[Read2] : RF[Read2];
    generate
      genvar idx;
      for(idx = 0; idx < 32; idx = idx+1) begin: register
        wire [31:0] register;
        assign register = RF[idx];
      end
    endgenerate
    generate
      genvar fidx;
      for(fidx = 0; fidx < 32; fidx = fidx+1) begin: fregister
        wire [31:0] fregister;
        assign fregister = FRF[fidx];
      end
    endgenerate
    always @(posedge clk) begin
        if (rst) begin
            RF[0] <= 0;
            RF[2] <= 1048572;
            RF[3] <= 131072;
        end else begin
            if (RegWrite) begin
                if(writef)
                    FRF[WriteReg] <= WriteData;
                else begin
                    if (WriteReg != 0)
                        RF[WriteReg] <= WriteData;
                end
            end
        end
    end
endmodule
==> out/results.ini <==
[clocking]
cts_hold_buf=0
ctsRootBufferMaster=clkbuf_16
post_cts_buffers=0
cts.sinks=2048
cts_tree=done
cts_resized=0
htree_num_levels=4
clockBufferDepth=4
clkTransAtPathRegs_ns=0.06
cts_buffers=209

[global_routing]
grt_first_pass_wirelength_um=451000
track_usage_pct=22.1
grt_pass1_vias=59432
grt_max_degree=68
overflow=0
antenna_found_initial=41

[power]
ir_drop_uv=105
leakage_nw=32.6
powerDensity_nw_per_um2=145

[worst_setup_path]
critPathLaunchType=primary input
cp-end-kind=primary output
worst-path-max-fanout=67
worstPathArrival_ns=7.05
cp.required_ns=9.68
worstSetupPathType=in2out

[die]
die_w_um=562
io_pins=117
fp-row-count=205
fp_util_pct=30.2
die-area_um2=316000
fp.dieH_um=562
core-area_um2=312000

[sta]
rsz0062_at_grt=no
period_used_pct=78.2
slew_headroom_pct=17.7
tightest_slew_ns=1.23
setup_viol=0
fin_setup_tns_ns=0
period_needed_ns=9.47
final-max-slew-violation-count=0
hold_viol_final=0
fmax_mhz=106

[layout]
final_area_um2=108000
drive_above_1_share_pct=35.0
area_delta_synth_final_pct=14.6
fillers=28813
fin_util_pct=34.6
fin_cells=9243

[synth]
synth-main-ff-cell=edfxtp_1
synthArstFlopShare_pct=0
syn_area_um2=94100
ys_warn_count=1
common_cells=2048 x edfxtp_1, 998 x mux4_2, 197 x o22ai_1
syn_inst=4620
synth_cell_types=52
ys_seq_share_pct=65.3
topCellsByArea=edfxtp_1 65%, mux4_2 24%, o22ai_1 1.3%
top_cell=edfxtp_1
ys_ff=2048
ys_cells=4620
ys_chip_area_um2=94100
synth_top_area_share_pct=65.3
edf_count=2048
syn_area_per_cell_um2=20.4
top_area_cell=edfxtp_1

[min_path]
hold_path_class=in2reg
min_from=WriteData[5]
holdPathEnd=RF[12][5]
hold_depth=1

[outcome]
outcome=finished, final reports clean

[drt]
drt_iter0_drc=3564
firstDrtPassIters=5
drc_errors=0
wire_per_inst_um=35.0
routed_wl_um=324000
num_vias=53007
postRouteAntennaNets=0
via_per_inst=5.73

[placed_design]
place_area_um2=101000
dp_cells=8817
hpwlAfterDp_um=196000
gp_congestion=0.922
numPortBuffers=116

[run]
cap_violations=0
warnings=26

## worst max-delay path, stage by stage
cell and delay (ns):
buf_8 0.44, buf_4 0.73, buf_4 0.73, mux4_2 0.42, o22ai_1 0.21, nor2_1 0.09, a2111oi_2 1.09, buf_4 0.24
a221oi_1 0.07, clkdlybuf4s50_1 0.50
## how the worst max path moves through the flow
stage	start	to	slack (ns)
after CTS	Read1[2]	Data1[15]	2.77
after global routing	Read1[2]	Data1[15]	2.69
final	Read1[2]	Data1[15]	2.63
## flip-flops by register name, indices dropped and copies added, names as in the netlist
register,flops
RF,1024
FRF,1024
## per-layer routing
| layer | share of wire, % | wire [µm] | track usage (%) |
|---|---|---|---|
| met3 | 19 | 59900 | 18.2 |
| met5 | 0.28 | 909 | 2.12 |
| met4 | 6.5 | 20900 | 11.2 |
| met2 | 47 | 150000 | 32.7 |
| met1 | 28 | 91300 | 21.3 |
## power by group
group | switching (mW) | total (mW) | internal, mW
Sequential | 0.0200 | 7.87 | 7.85
Combinational | 0.858 | 1.41 | 0.550
Clock | 2.77 | 6.40 | 3.63
Total | 3.65 | 15.7 | 12.0
## kinds of logic (layout without fill, tap and decap cells)
group | count (synthesis) | count (layout) | share of synthesized area (%)
other cells | 1 | 84 | 0.00398
flops | 2048 | 2048 | 65.3
buf+inv | 381 | 781 | 2.27
mux | 1110 | 1110 | 25.1
simple gates | 486 | 486 | 2.67
compound gates | 594 | 594 | 4.58
## layout make-up
type,count,area [µm²],share of cell area [%]
sequential,2048,61500,57.0
multi-input combinational,2222,31100,28.9
clock buffer,254,5420,5.03
tap,4140,5180,4.80
timing repair buffer,404,3250,3.02
clock inverter,120,1190,1.11
antenna,52,130,0.121
inverter,3,11.3,0.0104
## placed cells by master (no fill, tap or decap), types with 12 or more instances in the layout
master	netlist	routed
o22a_1	16	16
and2_1	58	56
nor3_1	61	61
mux4_2	998	998
buf_4	70	284
conb_1	1	32
clkbuf_1	148	44
clkinv_1	2	41
nor2_1	118	53
o22ai_1	197	197
mux2_2	43	43
nor2b_1	38	30
nand2b_1	37	36
o221ai_1	33	33
nand2_1	50	49
diode_2	0	52
o21ai_0	23	23
a21oi_1	24	24
clkinv_2	0	37
a211o_1	12	12
clkbuf_16	0	210
a221oi_1	48	48
and3_1	14	12
bufinv_16	0	21
a22o_1	44	44
a22oi_1	91	91
clkdlybuf4s50_1	0	71
nor4_1	23	19
mux2i_1	69	69
a211oi_1	40	40
buf_2	94	36
nor2_4	0	63
o21ai_1	22	22
nand3_1	48	48
edfxtp_1	2048	2048
## through the flow
stage,setup WS (ns),power [mW],hold slack (ns)
finish,2.63,15.7,1.88
global route,2.69,16.1,1.87
CTS,2.77,15.8,1.85
detailed placement,2.77,9.43,2.75
global placement,2.76,9.42,2.75
floorplan,5.66,8.77,2.52
No activity file was given, so power comes from the tool's default toggle rates.
