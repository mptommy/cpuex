`design/flow/design.v`:
```
`default_nettype none
module floor #(parameter NSTAGE = 1)(
    input wire [31:0] x,
    output wire [31:0] y,
    input wire clk,
    input wire rstn);
wire s = x[31];
wire [7:0] e = x[30:23];
wire [22:0] m = x[22:0];
wire [23:0] mni =   (e <= 8'b01111111) ? 24'b0 :
                    (e == 8'b10000000) ? {1'b0, m[22], 22'b0} :
                    (e == 8'b10000001) ? {1'b0, m[22:21], 21'b0} :
                    (e == 8'b10000010) ? {1'b0, m[22:20], 20'b0} :
                    (e == 8'b10000011) ? {1'b0, m[22:19], 19'b0} :
                    (e == 8'b10000100) ? {1'b0, m[22:18], 18'b0} :
                    (e == 8'b10000101) ? {1'b0, m[22:17], 17'b0} :
                    (e == 8'b10000110) ? {1'b0, m[22:16], 16'b0} :
                    (e == 8'b10000111) ? {1'b0, m[22:15], 15'b0} :
                    (e == 8'b10001000) ? {1'b0, m[22:14], 14'b0} :
                    (e == 8'b10001001) ? {1'b0, m[22:13], 13'b0} :
                    (e == 8'b10001010) ? {1'b0, m[22:12], 12'b0} :
                    (e == 8'b10001011) ? {1'b0, m[22:11], 11'b0} :
                    (e == 8'b10001100) ? {1'b0, m[22:10], 10'b0} :
                    (e == 8'b10001101) ? {1'b0, m[22:9], 9'b0} :
                    (e == 8'b10001110) ? {1'b0, m[22:8], 8'b0} :
                    (e == 8'b10001111) ? {1'b0, m[22:7], 7'b0} :
                    (e == 8'b10010000) ? {1'b0, m[22:6], 6'b0} :
                    (e == 8'b10010001) ? {1'b0, m[22:5], 5'b0} :
                    (e == 8'b10010010) ? {1'b0, m[22:4], 4'b0} :
                    (e == 8'b10010011) ? {1'b0, m[22:3], 3'b0} :
                    (e == 8'b10010100) ? {1'b0, m[22:2], 2'b0} :
                    (e == 8'b10010101) ? {1'b0, m[22:1], 1'b0} : {1'b0, m};
wire [23:0] restbit =   (e < 8'b01111111) ? {|(x[30:0]), 23'b0} :
                        (e == 8'b01111111) ? {|(m[22:0]), 23'b0} :
                        (e == 8'b10000000) ? {1'b0, |(m[21:0]), 22'b0} :
                        (e == 8'b10000001) ? {2'b0, |(m[20:0]), 21'b0} :
                        (e == 8'b10000010) ? {3'b0, |(m[19:0]), 20'b0} :
                        (e == 8'b10000011) ? {4'b0, |(m[18:0]), 19'b0} :
                        (e == 8'b10000100) ? {5'b0, |(m[17:0]), 18'b0} :
                        (e == 8'b10000101) ? {6'b0, |(m[16:0]), 17'b0} :
                        (e == 8'b10000110) ? {7'b0, |(m[15:0]), 16'b0} :
                        (e == 8'b10000111) ? {8'b0, |(m[14:0]), 15'b0} :
                        (e == 8'b10001000) ? {9'b0, |(m[13:0]), 14'b0} :
                        (e == 8'b10001001) ? {10'b0, |(m[12:0]), 13'b0} :
                        (e == 8'b10001010) ? {11'b0, |(m[11:0]), 12'b0} :
                        (e == 8'b10001011) ? {12'b0, |(m[10:0]), 11'b0} :
                        (e == 8'b10001100) ? {13'b0, |(m[9:0]), 10'b0} :
                        (e == 8'b10001101) ? {14'b0, |(m[8:0]), 9'b0} :
                        (e == 8'b10001110) ? {15'b0, |(m[7:0]), 8'b0} :
                        (e == 8'b10001111) ? {16'b0, |(m[6:0]), 7'b0} :
                        (e == 8'b10010000) ? {17'b0, |(m[5:0]), 6'b0} :
                        (e == 8'b10010001) ? {18'b0, |(m[4:0]), 5'b0} :
                        (e == 8'b10010010) ? {19'b0, |(m[3:0]), 4'b0} :
                        (e == 8'b10010011) ? {20'b0, |(m[2:0]), 3'b0} :
                        (e == 8'b10010100) ? {21'b0, |(m[1:0]), 2'b0} :
                        (e == 8'b10010101) ? {22'b0, m[0], 1'b0} : 24'b0;
wire [7:0] xep = (e < 8'b01111111) ? 8'b0 : e;
reg [31:0] xr;
reg [31:0] mnir;
reg [23:0] restbitr;
reg [7:0] xepr;
wire ys = xr[31];
wire [23:0] mp = (ys) ? mnir + restbitr : mnir;
wire [8:0] ep = (xepr == 8'b0) ? ((mp[23]) ? 9'b001111111 : 9'b000000000) : xepr + mp[23];
wire [7:0] ye = ep[7:0];
wire [22:0] ym = (mp[23]) ? {1'b0, mp[22:1]} : mp[22:0];
always @(posedge clk) begin
    if(~rstn) begin
        xr <= 'b0;
        mnir <= 'b0;
        restbitr <= 'b0;
        xepr <= 'b0;
    end else begin
        xr <= x;
        mnir <= mni;
        restbitr <= restbit;
        xepr <= xep;
    end
end
assign y = {ys, ye, ym};
endmodule
`default_nettype wire
```
`design/flow/constraint.sdc`:
```
current_design floor

set clk_period 8.9
set clk_io_pct 0.2

create_clock -name clk0 -period $clk_period [get_ports {clk}]

set non_clock_inputs [all_inputs -no_clocks]
set_input_delay [expr $clk_period * $clk_io_pct] -clock clk0 $non_clock_inputs
set_output_delay [expr $clk_period * $clk_io_pct] -clock clk0 [all_outputs]
```
`design/flow/run.sh`:
```
#!/bin/bash
# OpenROAD 26Q1-2900-gdf79404cd8, Yosys 0.63+post, stock flow scripts
make -C /OpenROAD-flow-scripts/flow DESIGN_CONFIG=/design/flow/config.mk WORK_HOME=/design/flow/orfs finish
```
`design/flow/config.mk`:
```
export PLATFORM = sky130hd
export DESIGN_NAME = floor
export DESIGN_NICKNAME = floor
export VERILOG_FILES = /design/flow/design.v
export SDC_FILE = /design/flow/constraint.sdc
export NUM_CORES = 4
export LEC_CHECK = 1
export CORE_UTILIZATION = 30
```
==> results.yml <==
# implementation run metrics
grt:
  grt_usage_pct: 17.4
  grt_pass1_wl_um: 17500
  grt_pass1_vias: 3473
  antenna_found_initial: 0
  grt-ovfl-total: 0
  grt_max_degree: 33
synth:
  yosysWarnings: 1
  async_reset_ff_share_pct: 0
  post_synth.cell_area_avg_um2: 7.73
  area_leaders: "dfxtp_1 29%, ha_1 8.0%, nand2_1 5.7%"
  ys_area_um2: 3770
  ys.flop_type: "dfxtp_1"
  netlist_instances: 488
  ys_types: 56
  mux_share_pct: 3.78
  synthXorXnorAreaFrac_pct: 6.03
  edf_count: 0
  post_synth_ao_oa_area_fraction_pct: 19.9
  synth_area_um2: 3770
  ys_seq_elements: 55
  top_area_share_pct: 29.2
  adder_share_pct: 8.49
  ys_cells: 488
  largest_area_cell: "dfxtp_1"
  simple_gate_area_share_pct: 28.7
  synth.logic.top_family: "simple AND/OR/NAND/NOR gates"
  ys_seq_share_pct: 29.2
worst_hold_path:
  hp-class: "in -> reg"
  holdPathStages: 3
  hold_path_startpoint: "x[12]"
setup_path:
  cp_cell_sequence: "ha_1, inv_1, fa_1, nand2b_1, a21oi_1, o21a_1, o21ai_0, a21oi_1, xor2_1, nand2_1, inv_1, ha_1, ha_1, and3_1, nand3_1, xor2_1, o21ai_0, clkdlybuf4s50_1"
  cp_num_cells: 18
  path_class: "reg -> out"
  arrival_ns: 4.57
  critPathMaxStageDelay_ns: 0.50
  cp_data_required_time_ns: 7.12
  crit_path_frequent_cell: "ha_1"
  cp_max_fo: 14
  crit_start: "mnir[1]"
  worst_path_max_delay_cell: "clkdlybuf4s50_1"
  path_buffers: 3
  worstSetupStartpointType: "register"
  cp_top_family: "adder cells"
  cp-end-kind: "primary output"
power:
  peakVddDrop_uv: 104
  swShare_pct: 23.7
  p_leak_uw: 0.00192
  p_seq_share_pct: 44.5
  power_frac_clock_pct: 38.8
  power_frac_comb_pct: 16.7
  p_int_uw: 442
  p_switching_uw: 137
  powerDensity_nw_per_um2: 122
finish:
  layout_top_cell: "clkdlybuf4s50_1"
  drive_gt1_share_pct: 4.83
  lay_top_cells: "65 x clkdlybuf4s50_1, 57 x nand2_1, 55 x dfxtp_1"
  areaGrowthSynthToFinish_pct: 25.3
  postLayoutCellArea_um2: 4730
  utilization_pct: 39.0
timing:
  whs_ns: 2.06
  worstMarginPinSlew_ns: 0.946
  clock.fmax_mhz: 158
  period_used_pct: 71.3
  rsz0062_at_grt: "no"
  relSlewSlack_pct: 36.5
  drv_slew: 0
  fin_crit_ns: 6.35
  fin_ws_ns: 2.55
  hold_violations: 0
  setup_viol: 0
  final.setup.tns_ns: 0
placement:
  hpwlAfterDp_um: 8780
  place.gp.congestion: 0.976
  dp_slack_ns: 2.91
  placed_area_um2: 4550
  numPortBuffers: 65
clocking:
  clkTransAtPathRegs_ns: 0.07
  holdBufCountCts: 0
  postCtsResizedCells: 0
  cts_buffers: 5
  clock_sinks: 55
  post-cts-setup-buffer-count: 0
  clockBufferDepth: 2
  cts_root_buf: "clkbuf_16"
  htreeDepth: 2
  cts_tree: "built"
detailed_routing:
  drt_iter0_markers: 178
  detail-route-antenna-nets: 0
  num_antenna_cells: 0
  viasPerCell: 5.17
  avgRoutedWirePerCell_um: 15.5
  vias: 3647
  drcViolationCount: 0
  drt_wl_total_um: 10900
  drtPass1Iterations: 4
floorplanning:
  ios: 66
  die_y_um: 114
  initCoreUtil_pct: 31.2
  chipArea_um2: 13000
  std_cell_rows: 40
  core_um2: 12100
  die_w_um: 114
run_status:
  status: "completed"
flow_run:
  tool_warnings: 25
  cap_violations: 0
==> sequential cells by signal, summed over array words and instances (netlist names) <==
register,cells
xepr,8
xr,1
restbitr,23
mnir,23
==> power groups by stage <==
stage | Sequential, µW | Combinational [µW] | Clock, µW
6_report | 257 | 96.9 | 225
5_1_grt | 258 | 107 | 240
4_1_cts | 257 | 97.0 | 229
==> metal layers <==
| layer | share of wire, % | wire (µm) | global-route usage (%) |
|---|---|---|---|
| met5 | 0 | 0 | 0 |
| met4 | 2.3 | 247 | 3.98 |
| met3 | 3.9 | 426 | 1.13 |
| met2 | 45 | 4870 | 27.6 |
| met1 | 49 | 5360 | 26.4 |
==> layout make-up <==
cell class | count | area (µm²)
clock buffer | 6 | 139
clock inverter | 2 | 35.0
fill | 1254 | 7380
inverter | 12 | 45.0
multi-input combinational | 395 | 2520
sequential | 55 | 1100
tap | 168 | 210
timing repair buffer | 68 | 673
==> metrics by stage <==
stage	total power, µW	instances
finish	579	706
global route	605	706
CTS	583	706
detailed placement	359	698
global placement	360	698
floorplan	306	488
==> kinds of logic after synthesis <==
logic type,after synthesis
simple gates,212
buf+inv,38
fa+ha+maj,25
xor+xnor,26
flops,55
mux,14
compound gates,118
==> worst paths after layout <==
check / endpoint / slack (ns)
setup / recovery: y[29] / 2.55
hold / removal: mnir[12] / 2.06
==> synth_stat cells (5+ instances only) <==
cell type and n:
mux2i_1 12, o221ai_1 5, nand2b_1 9, and2_1 12
o211ai_1 5, xnor2_1 13, and3_1 12, o21a_1 6
ha_1 24, a21o_1 8, nor3_1 24, inv_1 12
a21oi_1 42, clkbuf_1 24, a31oi_1 9, dfxtp_1 55
nor4_1 6, nand3_1 25, or2_2 6, xor2_1 13
nor2_1 35, o21ai_0 21, nand2_1 57
Power figures rest on the tool's default switching activity, not on a simulated workload.
