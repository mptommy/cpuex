==> /design/flow/run.sh <==
#!/bin/bash
# OpenROAD 26Q1-2900-gdf79404cd8, Yosys 0.63+post, stock flow scripts
make -C /OpenROAD-flow-scripts/flow DESIGN_CONFIG=/design/flow/config.mk WORK_HOME=/design/flow/orfs finish
==> /design/flow/config.mk <==
export PLATFORM = sky130hd
export DESIGN_NAME = ftoi
export DESIGN_NICKNAME = ftoi
export VERILOG_FILES = /design/flow/design.v
export SDC_FILE = /design/flow/constraint.sdc
export NUM_CORES = 4
export LEC_CHECK = 1
export CORE_UTILIZATION = 30
==> /design/flow/constraint.sdc <==
current_design ftoi

set clk_period 6.6
set clk_io_pct 0.2

create_clock -name clk0 -period $clk_period [get_ports {clk}]

set non_clock_inputs [all_inputs -no_clocks]
set_input_delay [expr $clk_period * $clk_io_pct] -clock clk0 $non_clock_inputs
set_output_delay [expr $clk_period * $clk_io_pct] -clock clk0 [all_outputs]
==> /design/flow/design.v <==
`default_nettype none
module ftoi #(parameter NSTAGE = 1)(
    input wire [31:0] x,
    output wire [31:0] y,
    input wire clk,
    input wire rstn);
wire [7:0] e = x[30:23];
wire [22:0] m = x[22:0];
wire [31:0] absyni =(e < 8'b01111110) ? 32'b0 :
                    (e == 8'b01111110) ? 32'b1 :
                    (e == 8'b01111111) ? 32'b1 :
                    (e == 8'b10000000) ? {31'b1, m[22]}:
                    (e == 8'b10000001) ? {30'b1, m[22:21]} :
                    (e == 8'b10000010) ? {29'b1, m[22:20]} :
                    (e == 8'b10000011) ? {28'b1, m[22:19]} :
                    (e == 8'b10000100) ? {27'b1, m[22:18]} :
                    (e == 8'b10000101) ? {26'b1, m[22:17]} :
                    (e == 8'b10000110) ? {25'b1, m[22:16]} :
                    (e == 8'b10000111) ? {24'b1, m[22:15]} :
                    (e == 8'b10001000) ? {23'b1, m[22:14]} :
                    (e == 8'b10001001) ? {22'b1, m[22:13]} :
                    (e == 8'b10001010) ? {21'b1, m[22:12]} :
                    (e == 8'b10001011) ? {20'b1, m[22:11]} :
                    (e == 8'b10001100) ? {19'b1, m[22:10]} :
                    (e == 8'b10001101) ? {18'b1, m[22:9]} :
                    (e == 8'b10001110) ? {17'b1, m[22:8]} :
                    (e == 8'b10001111) ? {16'b1, m[22:7]} :
                    (e == 8'b10010000) ? {15'b1, m[22:6]} :
                    (e == 8'b10010001) ? {14'b1, m[22:5]} :
                    (e == 8'b10010010) ? {13'b1, m[22:4]} :
                    (e == 8'b10010011) ? {12'b1, m[22:3]} :
                    (e == 8'b10010100) ? {11'b1, m[22:2]} :
                    (e == 8'b10010101) ? {10'b1, m[22:1]} :
                    (e == 8'b10010110) ? {9'b1, m[22:0]} :
                    (e == 8'b10010111) ? {8'b1, m[22:0], 1'b0} :
                    (e == 8'b10011000) ? {7'b1, m[22:0], 2'b0} :
                    (e == 8'b10011001) ? {6'b1, m[22:0], 3'b0} :
                    (e == 8'b10011010) ? {5'b1, m[22:0], 4'b0} :
                    (e == 8'b10011011) ? {4'b1, m[22:0], 5'b0} :
                    (e == 8'b10011100) ? {3'b1, m[22:0], 6'b0} :
                    (e == 8'b10011101) ? {2'b1, m[22:0], 7'b0} :
                        {1'b1, 31'b0};
wire inc =  (e == 8'b01111111) ? m[22] :
            (e == 8'b10000000) ? m[21] :
            (e == 8'b10000001) ? m[20] :
            (e == 8'b10000010) ? m[19] :
            (e == 8'b10000011) ? m[18] :
            (e == 8'b10000100) ? m[17] :
            (e == 8'b10000101) ? m[16] :
            (e == 8'b10000110) ? m[15] :
            (e == 8'b10000111) ? m[14] :
            (e == 8'b10001000) ? m[13] :
            (e == 8'b10001001) ? m[12] :
            (e == 8'b10001010) ? m[11] :
            (e == 8'b10001011) ? m[10] :
            (e == 8'b10001100) ? m[9] :
            (e == 8'b10001101) ? m[8] :
            (e == 8'b10001110) ? m[7] :
            (e == 8'b10001111) ? m[6] :
            (e == 8'b10010000) ? m[5] :
            (e == 8'b10010001) ? m[4] :
            (e == 8'b10010010) ? m[3] :
            (e == 8'b10010011) ? m[2] :
            (e == 8'b10010100) ? m[1] :
            (e == 8'b10010101) ? m[0] : 1'b0;
reg [31:0] xr;
reg [31:0] absynir;
reg incr;
wire [31:0] absy = absynir + incr;
wire s = xr[31];
assign y = (s == 0) ? absy : (~absy) + 1'b1;
always @(posedge clk) begin
    if(~rstn) begin
        xr <= 'b0;
        absynir <= 'b0;
        incr <= 'b0;
    end else begin
        xr <= x;
        absynir <= absyni;
        incr <= inc;
    end
end
endmodule
`default_nettype wire
==> run_summary.xml <==
<?xml version="1.0" encoding="UTF-8"?>
<metrics>
  <group name="worst_setup_path">
    <metric name="critical_path_class" unit="">reg2out</metric>
    <metric name="critPathCaptureType" unit="">output port</metric>
    <metric name="critPathLaunchType" unit="">flip-flop</metric>
    <metric name="timing.critical_path.required" unit="ns">5.28</metric>
    <metric name="arrival" unit="ns">3.89</metric>
    <metric name="worst-path-max-fanout" unit="">9</metric>
  </group>
  <group name="sta">
    <metric name="max-slew-margin-rel" unit="">0.414</metric>
    <metric name="timing.final.crit_share" unit="">0.789</metric>
    <metric name="worstMarginPinSlew" unit="ns">0.878</metric>
    <metric name="fmaxAchievable" unit="MHz">192</metric>
    <metric name="grt_setup_unrepaired" unit="">false</metric>
    <metric name="maxSlewViolCount" unit="">0</metric>
    <metric name="fin_worst_hold_slack" unit="ns">1.66</metric>
    <metric name="finalCriticalPeriod" unit="ns">5.21</metric>
    <metric name="finalHoldViolations" unit="">0</metric>
    <metric name="final.setup.tns" unit="ns">0</metric>
    <metric name="finalSetupViolations" unit="">0</metric>
  </group>
  <group name="route">
    <metric name="highest-signal-layer" unit="">met4</metric>
    <metric name="dr.first_iter.drc_count" unit="">1298</metric>
    <metric name="ant_nets" unit="">0</metric>
    <metric name="dr.pass1.iters" unit="">8</metric>
    <metric name="route.detailed.drc" unit="">0</metric>
    <metric name="via_count" unit="">9376</metric>
    <metric name="avgRoutedWirePerCell" unit="µm">23.7</metric>
    <metric name="drt_wirelength" unit="µm">33500</metric>
    <metric name="wl_met1" unit="µm">13400</metric>
    <metric name="route.antenna.diode_count" unit="">0</metric>
    <metric name="met2WireLength" unit="µm">13900</metric>
    <metric name="avgViaCountPerCell" unit="">6.64</metric>
    <metric name="wl_met3" unit="µm">4150</metric>
  </group>
  <group name="synthesis">
    <metric name="xor_area_frac" unit="">0.0694</metric>
    <metric name="ys_chip_area" unit="mm²">0.00707</metric>
    <metric name="synth-cells-yosys" unit="">1097</metric>
    <metric name="synth_area_per_cell" unit="µm²">6.44</metric>
    <metric name="synth_top_flop_cell" unit="">sky130_fd_sc_hd__dfxtp_1</metric>
    <metric name="share_of_synthesized_area_occupied_by_flip_flops_and_latches" unit="">0.0963</metric>
    <metric name="synth-compound-area-share" unit="">0.420</metric>
    <metric name="synth-async-reset-ratio" unit="">0</metric>
    <metric name="top_cells_by_count" unit="">sky130_fd_sc_hd__nand2_1, sky130_fd_sc_hd__nor2_1, sky130_fd_sc_hd__clkbuf_1</metric>
    <metric name="synth-edff-count" unit="">0</metric>
    <metric name="synth.distinct_cells" unit="">89</metric>
    <metric name="adder_share" unit="">0.00531</metric>
    <metric name="syn-cell-area" unit="mm²">0.00707</metric>
    <metric name="ys.flops" unit="">34</metric>
    <metric name="synthMuxAreaShare" unit="">0.0326</metric>
    <metric name="most_common_cell" unit="">sky130_fd_sc_hd__nand2_1</metric>
    <metric name="synthesis.instances" unit="">1097</metric>
    <metric name="synth.top_cell.area_share" unit="">0.0963</metric>
    <metric name="synth.area.top_cells" unit="">sky130_fd_sc_hd__dfxtp_1, sky130_fd_sc_hd__o21ai_0, sky130_fd_sc_hd__nand2_1</metric>
    <metric name="library_cell_with_the_largest_summed_area_after_synthesis" unit="">sky130_fd_sc_hd__dfxtp_1</metric>
    <metric name="topCombFamilyByArea" unit="">AND-OR/OR-AND gates</metric>
    <metric name="yosysWarningCount" unit="">1</metric>
    <metric name="synth.cellmix.simpleShare" unit="">0.299</metric>
  </group>
  <group name="power_and_ir_drop">
    <metric name="power_switching" unit="µW">296</metric>
    <metric name="comb_power_share" unit="">0.415</metric>
    <metric name="power.internal" unit="µW">508</metric>
    <metric name="power_per_cell_area" unit="mW/mm²">98.5</metric>
    <metric name="netSwitchingFraction" unit="">0.368</metric>
    <metric name="sequentialPowerShare" unit="">0.264</metric>
    <metric name="clock_power_share" unit="">0.321</metric>
    <metric name="power.ir.vdd_worst" unit="mV">0.0667</metric>
    <metric name="power_leakage" unit="µW">0.00271</metric>
  </group>
  <group name="run">
    <metric name="cap_violations" unit="">0</metric>
    <metric name="openroad.warnings" unit="">25</metric>
  </group>
  <group name="grt">
    <metric name="largest_net_degree_at_the_start_of_global_routing" unit="">54</metric>
    <metric name="grt_pass1_vias" unit="">8579</metric>
    <metric name="grtUsageTotal" unit="">0.275</metric>
    <metric name="grt_first_pass_wirelength" unit="µm">51200</metric>
    <metric name="gr-total-overflow" unit="">0</metric>
    <metric name="grt_antenna_before_repair" unit="">1</metric>
  </group>
  <group name="final_layout">
    <metric name="drive_gt1_frac" unit="">0.0874</metric>
    <metric name="final_cell_count_no_fill" unit="">1412</metric>
    <metric name="utilization" unit="">0.357</metric>
    <metric name="postLayoutCellArea" unit="mm²">0.00815</metric>
    <metric name="layout-area-overhead-vs-synth" unit="%">15.4</metric>
  </group>
  <group name="floorplan">
    <metric name="die_h" unit="µm">155</metric>
    <metric name="design.portCount" unit="">66</metric>
    <metric name="chip_area" unit="mm²">0.0242</metric>
    <metric name="core-area" unit="mm²">0.0228</metric>
    <metric name="placementRows" unit="">55</metric>
    <metric name="initial_utilization" unit="">0.309</metric>
    <metric name="die-width" unit="µm">155</metric>
  </group>
  <group name="clock_tree">
    <metric name="cts.path.max_buffers" unit="">2</metric>
    <metric name="clk_pin_slew" unit="ns">0.05</metric>
    <metric name="post-cts-setup-buffer-count" unit="">0</metric>
    <metric name="ctsRootBufferMaster" unit="">sky130_fd_sc_hd__clkbuf_16</metric>
    <metric name="h-tree-depth" unit="">2</metric>
    <metric name="cts-hold-fix-buffers" unit="">0</metric>
    <metric name="post_cts.resized_instances" unit="">0</metric>
    <metric name="tritoncts" unit="">done</metric>
    <metric name="cts_made_buffers" unit="">5</metric>
    <metric name="cts.sink_count" unit="">34</metric>
  </group>
  <group name="run_status">
    <metric name="outcome" unit="">complete, no violations</metric>
  </group>
  <group name="placement">
    <metric name="placed_area" unit="mm²">0.00799</metric>
    <metric name="port-buffer-count" unit="">65</metric>
    <metric name="place.detailed.hpwl" unit="µm">23400</metric>
    <metric name="placed_cells" unit="">1404</metric>
    <metric name="finalWeightedCongestion" unit="">1.05</metric>
  </group>
  <group name="min_path">
    <metric name="worstHoldPathType" unit="">in2reg</metric>
  </group>
</metrics>
==> power groups by stage <==
stage	clock network [µW]	registers (µW)	logic, µW
global route	268	212	352
CTS	260	212	321
finish	258	212	334
==> placed cells by master (no fill, tap or decap), types with 8 or more instances in the layout <==
master / netlist / layout
sky130_fd_sc_hd__a222oi_1: 9 / 9
sky130_fd_sc_hd__o22ai_1: 20 / 20
sky130_fd_sc_hd__nor3_1: 30 / 30
sky130_fd_sc_hd__a211oi_1: 17 / 17
sky130_fd_sc_hd__a21o_1: 11 / 11
sky130_fd_sc_hd__o221ai_1: 10 / 10
sky130_fd_sc_hd__buf_4: 4 / 48
sky130_fd_sc_hd__o21ai_0: 90 / 90
sky130_fd_sc_hd__nand2_1: 118 / 118
sky130_fd_sc_hd__xnor2_1: 34 / 34
sky130_fd_sc_hd__or3_1: 8 / 8
sky130_fd_sc_hd__nand4_1: 22 / 22
sky130_fd_sc_hd__clkdlybuf4s50_1: 0 / 63
sky130_fd_sc_hd__xor2_1: 22 / 22
sky130_fd_sc_hd__o211ai_1: 16 / 16
sky130_fd_sc_hd__dfxtp_1: 34 / 34
sky130_fd_sc_hd__and3_1: 13 / 13
sky130_fd_sc_hd__mux2i_1: 14 / 14
sky130_fd_sc_hd__a221oi_1: 29 / 29
sky130_fd_sc_hd__nand2b_1: 15 / 15
sky130_fd_sc_hd__nor2_1: 101 / 101
sky130_fd_sc_hd__a21oi_1: 83 / 83
sky130_fd_sc_hd__inv_1: 16 / 16
sky130_fd_sc_hd__a22oi_1: 31 / 31
sky130_fd_sc_hd__nor4_1: 11 / 11
sky130_fd_sc_hd__o31ai_1: 12 / 12
sky130_fd_sc_hd__nand3_1: 42 / 42
sky130_fd_sc_hd__nor2b_1: 11 / 11
sky130_fd_sc_hd__a31oi_1: 17 / 17
==> sequential cells by signal, summed over array words and instances (netlist names) <==
signal and flops:
absynir 32, incr 1, xr 1
==> cell type report <==
| type | instances | area, µm² |
|---|---|---|
| Fill cell | 2542 | 14700 |
| Multi-Input combinational cell | 928 | 5850 |
| Timing Repair Buffer | 113 | 1000 |
| Sequential cell | 34 | 681 |
| Tap cell | 313 | 392 |
| Clock buffer | 6 | 129 |
| Inverter | 16 | 60.1 |
| Clock inverter | 2 | 37.5 |
==> worst paths after layout <==
| path | start | endpoint | slack [ns] | cells past startpoint |
|---|---|---|---|---|
| setup / recovery | absynir[0]$_SDFF_PP0_ | y[26] | 1.39 | 10 |
| hold / removal | x[24] | absynir[19]$_SDFF_PP0_ | 1.66 | 4 |
==> routing by layer <==
metal,vias up,global-route usage
li1,4208,-
met1,4241,0.389
met2,753,0.394
met3,174,0.0599
met4,0,0.141
met5,-,0
==> worst max-delay path: stages (launching register included) <==
cell                              delay (ns)
sky130_fd_sc_hd__dfxtp_1                0.31
sky130_fd_sc_hd__ha_1                   0.26
sky130_fd_sc_hd__ha_1                   0.37
sky130_fd_sc_hd__and4_1                 0.41
sky130_fd_sc_hd__nand2_4                0.09
sky130_fd_sc_hd__or3_4                  0.43
sky130_fd_sc_hd__a2111oi_2              0.51
sky130_fd_sc_hd__o211ai_1               0.28
sky130_fd_sc_hd__o31ai_1                0.33
sky130_fd_sc_hd__xor2_1                 0.16
sky130_fd_sc_hd__clkdlybuf4s50_1        0.46
==> through the flow <==
| step | setup slack, ns | total power (µW) |
|---|---|---|
| 4_1_cts | 1.36 | 793 |
| 6_report | 1.39 | 803 |
| 2_1_floorplan | 2.42 | 405 |
| 5_1_grt | 1.03 | 832 |
| 3_5_place_dp | 1.67 | 537 |
| 3_3_place_gp | 1.70 | 538 |
==> logic make-up after synthesis <==
family / after synthesis
fa+ha+maj: 3
xor+xnor: 56
mux: 21
simple gates: 418
buf+inv: 135
flops: 34
compound gates: 430
Power is estimated from default activity; no workload was simulated.
