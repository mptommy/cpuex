$ cat /design/flow/design.v
`default_nettype none
module fadd #(NSTAGE = 2)(
    input wire [31:0] x1,
    input wire [31:0] x2,
    output wire [31:0] y,
    output wire ovf,
    input wire clk,
    input wire rstn); 
wire [31:0] lx = (x1[30:0] >= x2[30:0]) ? x1 : x2;
wire [31:0] sx = (x1[30:0] >= x2[30:0]) ? x2 : x1;
wire [7:0] shift = lx[30:23] - sx[30:23];
wire [25:0] lf25 = {1'b1, lx[22:0], 2'b00};
wire [23:0] sfp1 = (sx[30:23] == 8'b0) ? 0 : {1'b1, sx[22:0]};
wire [25:0] sf25 =  (shift == 0) ? {sfp1, 2'b00} :
                    (shift == 1) ? {1'b0, sfp1, 1'b0} :
                    (shift == 2) ? {2'b0, sfp1} :
                    (shift == 3) ? {3'b0, sfp1[23:1]} :
                    (shift == 4) ? {4'b0, sfp1[23:2]} :
                    (shift == 5) ? {5'b0, sfp1[23:3]} :
                    (shift == 6) ? {6'b0, sfp1[23:4]} :
                    (shift == 7) ? {7'b0, sfp1[23:5]} :
                    (shift == 8) ? {8'b0, sfp1[23:6]} :
                    (shift == 9) ? {9'b0, sfp1[23:7]} :
                    (shift == 10) ? {10'b0, sfp1[23:8]} :
                    (shift == 11) ? {11'b0, sfp1[23:9]} :
                    (shift == 12) ? {12'b0, sfp1[23:10]} :
                    (shift == 13) ? {13'b0, sfp1[23:11]} :
                    (shift == 14) ? {14'b0, sfp1[23:12]} :
                    (shift == 15) ? {15'b0, sfp1[23:13]} :
                    (shift == 16) ? {16'b0, sfp1[23:14]} :
                    (shift == 17) ? {17'b0, sfp1[23:15]} :
                    (shift == 18) ? {18'b0, sfp1[23:16]} :
                    (shift == 19) ? {19'b0, sfp1[23:17]} :
                    (shift == 20) ? {20'b0, sfp1[23:18]} :
                    (shift == 21) ? {21'b0, sfp1[23:19]} :
                    (shift == 22) ? {22'b0, sfp1[23:20]} :
                    (shift == 23) ? {23'b0, sfp1[23:21]} :
                    (shift == 24) ? {24'b0, sfp1[23:22]} :
                    (shift == 25) ? {25'b0, sfp1[23]} : 26'b0;
reg [31:0] lxr[1:0];
reg [31:0] sxr;
reg [25:0] lf25r, sf25r;
wire [26:0] af26 = (lxr[0][31]^sxr[31]) ? lf25r - sf25r : lf25r + sf25r;
wire inc =  (af26[26]) ? af26[2] :
            (af26[25]) ? af26[1] :
            (af26[24]) ? af26[0] : 0;
wire [23:0] afnc =  (af26[26]) ? af26[26:3] :
                    (af26[25]) ? af26[25:2] :
                    (af26[24]) ? af26[24:1] :
                    (af26[23]) ? af26[23:0] : 
                    (af26[22]) ? {af26[22:0], 1'b0} :
                    (af26[21]) ? {af26[21:0], 2'b0} :
                    (af26[20]) ? {af26[20:0], 3'b0} :
                    (af26[19]) ? {af26[19:0], 4'b0} :
                    (af26[18]) ? {af26[18:0], 5'b0} :
                    (af26[17]) ? {af26[17:0], 6'b0} :
                    (af26[16]) ? {af26[16:0], 7'b0} :
                    (af26[15]) ? {af26[15:0], 8'b0} :
                    (af26[14]) ? {af26[14:0], 9'b0} :
                    (af26[13]) ? {af26[13:0], 10'b0} :
                    (af26[12]) ? {af26[12:0], 11'b0} :
                    (af26[11]) ? {af26[11:0], 12'b0} :
                    (af26[10]) ? {af26[10:0], 13'b0} :
                    (af26[9]) ? {af26[9:0], 14'b0} :
                    (af26[8]) ? {af26[8:0], 15'b0} :
                    (af26[7]) ? {af26[7:0], 16'b0} :
                    (af26[6]) ? {af26[6:0], 17'b0} :
                    (af26[5]) ? {af26[5:0], 18'b0} :
                    (af26[4]) ? {af26[4:0], 19'b0} :
                    (af26[3]) ? {af26[3:0], 20'b0} :
                    (af26[2]) ? {af26[2:0], 21'b0} :
                    (af26[1]) ? {af26[1:0], 22'b0} :
                    (af26[0]) ? {af26[0], 23'b0} : 0;
wire [4:0] top =    (af26[26]) ? 26 :
                    (af26[25]) ? 25 :
                    (af26[24]) ? 24 :
                    (af26[23]) ? 23 : 
                    (af26[22]) ? 22 :
                    (af26[21]) ? 21 :
                    (af26[20]) ? 20 :
                    (af26[19]) ? 19 :
                    (af26[18]) ? 18 :
                    (af26[17]) ? 17 :
                    (af26[16]) ? 16 :
                    (af26[15]) ? 15 :
                    (af26[14]) ? 14 :
                    (af26[13]) ? 13 :
                    (af26[12]) ? 12 :
                    (af26[11]) ? 11 :
                    (af26[10]) ? 10 :
                    (af26[9]) ? 9 :
                    (af26[8]) ? 8 :
                    (af26[7]) ? 7 :
                    (af26[6]) ? 6 :
                    (af26[5]) ? 5 :
                    (af26[4]) ? 4 :
                    (af26[3]) ? 3 :
                    (af26[2]) ? 2 :
                    (af26[1]) ? 1 :
                    (af26[0]) ? 0 : 0;
reg [23:0] afncr;
reg incr;
reg [4:0] topr;
wire [24:0] af = afncr + incr;
wire [4:0] ttop = topr + af[24];
wire [8:0] ae = lxr[1][30:23] + ttop - 25;
wire ys = lxr[1][31];
wire [7:0] ye = (ae[8]) ? ((ttop >= 25) ? 8'b11111111 : 8'b0) : ae[7:0];
wire [22:0] yf = (ye == 8'b0 || ye == 8'b11111111) ? 23'b0 : af[22:0];
assign y = (&lxr[1][30:23]) ? lxr[1] : {ys, ye, yf};
assign ovf = (ye == 8'b0 || ye == 8'b11111111) && (|af[22:0]);
always @(posedge clk) begin
    if(~rstn) begin
        lxr[0] <= 'b0;
        sxr <= 'b0;
        lf25r <= 'b0;
        sf25r <= 'b0;
        afncr <= 'b0;
        incr <= 'b0;
        topr <= 'b0;
    end else begin
        lxr[0] <= lx;
        lxr[1] <= lxr[0];
        sxr <= sx;
        lf25r <= lf25;
        sf25r <= sf25;
        afncr <= afnc;
        incr <= inc;
        topr <= top;
    end
end
endmodule
`default_nettype wire
$ cat /design/flow/config.mk
export PLATFORM = sky130hd
export DESIGN_NAME = fadd
export DESIGN_NICKNAME = fadd
export VERILOG_FILES = /design/flow/design.v
export SDC_FILE = /design/flow/constraint.sdc
export NUM_CORES = 4
export LEC_CHECK = 1
export CORE_UTILIZATION = 40
$ cat /design/flow/run.sh
#!/bin/bash
# OpenROAD 26Q1-2900-gdf79404cd8, Yosys 0.63+post, stock flow scripts
make -C /OpenROAD-flow-scripts/flow DESIGN_CONFIG=/design/flow/config.mk WORK_HOME=/design/flow/orfs finish
$ cat /design/flow/constraint.sdc
current_design fadd

set clk_period 29.8
set clk_io_pct 0.2

create_clock -name clk0 -period $clk_period [get_ports {clk}]

set non_clock_inputs [all_inputs -no_clocks]
set_input_delay [expr $clk_period * $clk_io_pct] -clock clk0 $non_clock_inputs
set_output_delay [expr $clk_period * $clk_io_pct] -clock clk0 [all_outputs]
==> run summary <==
fresh numbers from the pnr run: Net Sw Frac 0.599, drt drc 0, Worst Setup End Kind output port, setup_tns 0 ps, row count between 60 and 70, Critical-path top delay cell nand2_1, met3 Usage GRT 0.0546, layout cells sized above 1 0.0676, Comb area 11100 um^2, WP buf/inv 2, first-pass GRT wire length just under 100000 um, H-tree Lvls 4, sequential share of power 0.094, VDD IR-drop max 0.118 mV, GPL Wtd Cong around 1.0, Fin. Hold Viols 0, Worst EP arrival approximately 7700 ps, Fillers between 3000 and 4000, CTS sink count 122, Top delay family on crit path simple AND/OR/NAND/NOR gates, WL/cell about 25 um, via count about 17000, Setup violations, final 0, total wire length between 60000 and 70000 um, core box area around 36000 um^2, Yosys top cell by instances nand2_1, R2R cell count 21, Main synth FF type dfxtp_1, Clock power frac 0.079, starting density of the core 0.410, Starting DRT DRC Count around 2300, Rel. slew slack 0.391, Critical Path RT 23840 ps, Worst-Margin Slew 907 ps, Synth Instances between 2000 and 2500, largest net degree at the start of global routing between 60 and 70, I/O Pins slightly below 100, die height 194 um, WP depth 29, global route total overflow 0, WHS Path Cells 0, Port Buf Inserts slightly below 100, Largest cells by area dfxtp_1, a21oi_1, nand2_1, Max Buffers Root-to-Sink 2, Top-area cell share 0.122, DP HPWL 47800 um, hold_buf cts 0, DIE WIDTH approximately 190 um, worst setup margin between 15000 and 20000 ps, Cell Area, Synth 14700 um^2, Syn Area/Cell between 6 and 7 um^2, 1st-pass router iterations 6, yosys synthesis chip area 14700 um^2, Critical Path Max Stage Delay 620 ps, final core utilization 0.466, crit start category flop, CTS Buf Count 17, CP Class reg2out, Lkg Pwr between 0.006 and 0.007 uW, final worst path period share 0.457, P_int a little under 1000 uW, vias in the first global route around 16000, Late-Pin Clk Latency slightly above 400 ps, clock skew between 10 and 15 ps, Log Warnings 26, worst slack at placement 16660 ps, final antenna-violating net count 0, CTS resizes 0, asr flop ratio synth 0, Top cell by count, worst path ha_1, status finished, final reports clean, worst min-delay path category reg2reg, Registers, synthesis ~120, Via-to-Cell Ratio 6.66, clock slew at reported path FFs 60 ps, Distinct lib cells used ~88, fmax between 70 and 80 MHz, met1 usage 0.526, area leader, netlist dfxtp_1, antenna violations before repair 7, gr usage total 0.344, CP max FO 24, Net Sw Power 1440 uW, Power Density 144 nW/um^2, count of library flops with an enable pin 32, M2 GR Usage 0.509, FF+latch area 2760 um^2, RSZ-0062 raised after global routing no, Synth Seq Share 0.188, Layout area overhead 13.7%, Slew Limit Fails 0, post-route minimum period about 14000 ps, ys cells 2136, die area 37600 um^2, grt peak-use layer met1, Post-synth top cells nand2_1, a21oi_1, nor2_1, Max Cap Viol 0, Synth warnings 2, Root Buffer clkbuf_16, number of buffers added for setup after CTS 0, Gate power share 0.827, CTS tree yes
==> layout make-up <==
| class | instances | area share |
|---|---|---|
| multi-input combinational | 1771 | 0.663 |
| sequential | 122 | 0.165 |
| timing repair buffer | 165 | 0.0883 |
| tap | 461 | 0.0344 |
| clock buffer | 18 | 0.0256 |
| inverter | 71 | 0.0159 |
| clock inverter | 14 | 0.00732 |
| antenna | 5 | 0.000747 |
==> power groups by stage <==
stage | clock, uW | sequential, uW | combinational, uW
CTS | 193 | 226 | 1920
global route | 200 | 229 | 2120
finish | 189 | 226 | 1990
==> kinds of logic (layout without fill, tap and decap cells) <==
logic type               count (synthesis)  after routing  share of synthesized area
AND-OR/OR-AND                          834            834                      0.375
AND/OR/NAND/NOR                        748            748                      0.237
buffers and inverters                  243            268                     0.0638
flip-flops                             122            122                      0.188
XOR/XNOR                                82             82                     0.0493
adder cells (fa/ha/maj)                 77             77                     0.0660
multiplexers                            30             30                     0.0208
other                                    0              5                          0
==> state kept, by name (all words and copies together), names as in the netlist <==
register and count:
lxr 42, sf25r 26, afncr 24, lf25r 23, topr 5, incr 1, sxr 1
==> stage by stage <==
step / hold WS (ps) / power [uW] / cells / instance area [um^2]
2_1_floorplan: 386 / 1520 / 2136 / 14700
3_3_place_gp: 388 / 2140 / 2590 / 16200
3_5_place_dp: 389 / 2140 / 2590 / 16200
4_1_cts: 401 / 2340 / 2622 / 16700
5_1_grt: 407 / 2550 / 2625 / 16700
6_report: 401 / 2400 / 2627 / 16700
==> layout by cell type (no fill, tap or decap), types with 8 or more instances in the layout <==
cell type / Yosys / layout
a2111oi_0: 8 / 8
nand2b_1: 22 / 22
or3_1: 8 / 8
nor4_1: 21 / 20
a22oi_1: 10 / 10
or2_2: 10 / 10
ha_1: 76 / 75
a311oi_1: 18 / 18
xnor2_1: 44 / 41
inv_1: 71 / 71
o21ai_0: 159 / 159
o221ai_1: 29 / 29
a21o_1: 14 / 14
xor2_1: 37 / 36
nor3_1: 53 / 53
o22ai_1: 45 / 45
buf_4: 1 / 67
and2_1: 12 / 12
nor2b_1: 16 / 16
edfxtp_1: 32 / 32
mux2i_1: 25 / 25
o211ai_1: 55 / 55
a221oi_1: 17 / 17
o31ai_1: 37 / 37
a21oi_1: 221 / 221
o2111ai_1: 14 / 14
nand2_1: 278 / 278
nor2_1: 165 / 164
o21a_1: 13 / 13
nand4_1: 24 / 24
a31oi_1: 38 / 38
and3_1: 15 / 15
a211oi_1: 45 / 42
clkbuf_16: 0 / 17
dfxtp_1: 90 / 90
a32oi_1: 8 / 8
clkdlybuf4s50_1: 0 / 97
nand3_1: 93 / 93
==> per-layer routing <==
metal	wire length [um]	share of wire	up-vias
met2	27700	0.43	1034
li1	-	-	8134
met1	28300	0.44	8153
met5	24	0.00037	-
met4	2110	0.033	4
met3	6460	0.10	159
==> path summary, 6_finish.rpt <==
path              startpoint    endpoint  slack (ps)
setup / recovery    afncr[0]         ovf       16170
hold / removal    lxr[0][23]  lxr[1][23]         400
setup reg to reg    sf25r[0]   afncr[15]       23580
hold reg to reg   lxr[0][23]  lxr[1][23]         400
Power is estimated from default activity; no workload was simulated.
